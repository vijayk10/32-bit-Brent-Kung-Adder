==> ./design.v <==
module brent_kung_adder(
    input [31:0] A, B,
    input Ci,
    output [31:0] S,
    output Co
);
    wire [31:0] P1, G1;
    wire [32:1] C;
	 wire [15:0] G2,P2;
	 wire [7:0] G3, P3;
	 wire [3:0] G4,P4;
	 wire [1:0] G5,P5;
	 wire G6, P6;
    assign P1 = A ^ B;
    assign G1 = A & B;
    genvar i;
    generate
        for(i=0; i<=30; i=i+2) begin: second_stage   
            assign G2[i/2] = G1[i+1] | (P1[i+1] & G1[i]);
            assign P2[i/2] = P1[i+1] & P1[i];
        end
    endgenerate
    generate
        for(i=0; i<=14; i=i+2) begin: third_stage    
            assign G3[i/2] = G2[i+1] | (P2[i+1] & G2[i]);
            assign P3[i/2] = P2[i+1] & P2[i];
        end
    endgenerate
    generate
        for(i=0; i<=6; i=i+2) begin: fourth_stage   
            assign G4[i/2] = G3[i+1] | (P3[i+1] & G3[i]);
            assign P4[i/2] = P3[i+1] & P3[i];
        end
    endgenerate
    generate
        for(i=0; i<=2; i=i+2) begin: fifth_stage   
            assign G5[i/2] = G4[i+1] | (P4[i+1] & G4[i]);
            assign P5[i/2] = P4[i+1] & P4[i];
        end
    endgenerate
    assign G6 = G5[1] | (P5[1] & G5[0]);
    assign P6 = P5[1] & P5[0];
    assign C[1] = G1[0] | (P1[0] & Ci);
    assign C[2] = G2[0] | (P2[0] & Ci);
    assign C[4] = G3[0] | (P3[0] & Ci);
    assign C[8] = G4[0] | (P4[0] & Ci);
    assign C[16] = G5[0] | (P5[0] & Ci);
    assign C[32] = G6 | (P6 & Ci);
    assign C[3] = G1[2] | (P1[2] & C[2]);
    assign C[5] = G1[4] | (P1[4] & C[4]);
    assign C[6] = G2[2] | (P2[2] & C[4]);
    assign C[7] = G1[6] | (P1[6] & C[6]);
    assign C[9] = G1[8] | (P1[8] & C[8]);
    assign C[10] = G2[4] | (P2[4] & C[8]);
    assign C[11] = G1[10] | (P1[10] & C[10]);
    assign C[12] = G3[2] | (P3[2] & C[8]);
    assign C[13] = G1[12] | (P1[12] & C[12]);
    assign C[14] = G2[6] | (P2[6] & C[12]);
    assign C[15] = G1[14] | (P1[14] & C[14]);
    assign C[17] = G1[16] | (P1[16] & C[16]);
    assign C[18] = G2[8] | (P2[8] & C[16]);      
    assign C[19] = G1[18] | (P1[18] & C[18]);
    assign C[20] = G3[4] | (P3[4] & C[16]);  
    assign C[21] = G1[20] | (P1[20] & C[20]);
    assign C[22] = G2[10] | (P2[10] & C[20]);
    assign C[23] = G1[22] | (P1[22] & C[22]);
    assign C[24] = G4[2] | (P4[2] & C[16]);  
    assign C[25] = G1[24] | (P1[24] & C[24]);
    assign C[26] = G2[12] | (P2[12] & C[24]);
    assign C[27] = G1[26] | (P1[26] & C[26]);
    assign C[28] = G3[6] | (P3[6] & C[24]);
    assign C[29] = G1[28] | (P1[28] & C[28]);
    assign C[30] = G2[14] | (P2[14] & C[28]);
    assign C[31] = G1[30] | (P1[30] & C[30]);
    assign S = P1 ^ {C[31:1],Ci};
    assign Co = C[32];
endmodule
module top_module (
	input clk, ci,
	input [31:0] A, B,
	output reg [31:0] sum,
	output reg co
);
reg [31:0] At, Bt;
reg Cit;
wire [31:0] St;
wire Cot;
brent_kung_adder dut (At, Bt, Cit, St, Cot);
always @(posedge clk) begin
	At <= A;
	Bt <= B;
	Cit <= ci;
	sum <= St;
	co <= Cot;
end
endmodule 
==> ./run.sh <==
#!/bin/bash
# OpenROAD 26Q1-2900-gdf79404cd8, Yosys 0.63+post, stock flow scripts
make -C /OpenROAD-flow-scripts/flow DESIGN_CONFIG=/design/flow/config.mk WORK_HOME=/design/flow/orfs finish
==> ./config.mk <==
export PLATFORM = sky130hd
export DESIGN_NAME = top_module
export DESIGN_NICKNAME = top_module
export VERILOG_FILES = /design/flow/design.v
export SDC_FILE = /design/flow/constraint.sdc
export NUM_CORES = 4
export LEC_CHECK = 1
export CORE_UTILIZATION = 50
==> ./constraint.sdc <==
current_design top_module

set clk_period 7.6
set clk_io_pct 0.2

create_clock -name clk0 -period $clk_period [get_ports {clk}]

set non_clock_inputs [all_inputs -no_clocks]
set_input_delay [expr $clk_period * $clk_io_pct] -clock clk0 $non_clock_inputs
set_output_delay [expr $clk_period * $clk_io_pct] -clock clk0 [all_outputs]
==> run summary <==
Notes on the flow outputs.

- In the layout the commonest cells are 98 x sky130_fd_sc_hd__dfxtp_1, 98 x sky130_fd_sc_hd__clkdlybuf4s50_1, 32 x sky130_fd_sc_hd__ha_1, 25 x sky130_fd_sc_hd__inv_1, 17 x sky130_fd_sc_hd__a21oi_1.
- Overall power consumption after layout is estimated at 1.10 mW.
- The HPWL reported at the end of detailed placement reads 3.90 mm.
- After detailed routing, the number of vias per cell comes to 4.57.
- The cell repeated most along the worst path is sky130_fd_sc_hd__a21o_1.
- For reference, the critical path cell chain is ha_1 > a21o_1 > a21o_1 > a21o_1 > a31oi_4 > o31ai_4 > a31o_4 > a211oi_2 > nor3_1 > fa_1 > xor2_1.
- The clock root buffer reads sky130_fd_sc_hd__clkbuf_8.
- The final RePlAce weighted congestion is 0.855.
- The highest net fanout along the worst path is 4.
- The die boundary height is 83.9 um.
- The tally of non-filler cells in the final layout is 441.
- The initial utilization of the core area, before any placement, comes to 0.522.
- The critical path launch point type is a flop.
- The data arrival time at the worst-slack endpoint reads 3.21 ns.
- The global-route congestion overflow total is 0.
- The reported leakage power reads 2.04 nW.
- Setup slack on the worst path after placement came out at 4.60 ns.
- Per the final report, max-transition violations number 0.
- VDD sags by at most 0.153 mV.
- The biggest cell delay along the critical path reads 0.44 ns.
- The share of the yosys chip area belonging to registers reads 0.586.
- The endpoint type of the worst setup path reads a flop.
- The signed area change from the synthesized netlist to the final layout is 37.9%.
- Per the detail_route report, routed wire per instance is 11.0 um.
- The final number of setup-violating endpoints is 0.
- TritonCTS built the clock tree.
- Setup repair after global routing left no endpoint under its margin.
- Once the clock tree was built, the setup fixing pass inserted 0 buffers.
- The highest clock rate is 0.337 GHz.
- The actual slew at the worst max-slew pin reads 0.315 ns.
- The number of instances in the synthesized netlist reads 252.
- The share of synthesized area in the top cell type comes to 0.586.
- The clock tree synthesis step divided the H-tree into 3 levels.
- The yosys-reported design area after synthesis is 3350 sq um.
- The kind of cell with the highest combined delay on the critical path reads AND-OR/OR-AND gates.
- The yosys cell count reads 252.
- The count of different cell masters after synthesis reads 28.
- The total CTS buffers is 9.
- Including well taps, the total number of placed cells is 427.
- The run finished with clean final reports.
- The post-route cell area is 4620 sq um.
- After clock tree synthesis, the repair step resized 0 gates.
- The cell area after synthesis is 3350 sq um.
- The count of maximum capacitance violations reads 0.
- Entering global routing, the biggest net connects 16 pins.
- The power density of the placed cells is 238 nW/um^2.
- The data required time reported for the critical path is 7.84 ns.
- The maximum number of buffers from clock root to sink reads 2.
- The finished layout reports a core utilization of 0.719.
- In the finished design, the share of the clock period the worst path needs comes to 0.391.
- The first global-routing pass estimated 8.56 mm of wire.
- Setup slack closes at 4.63 ns.
- According to the floorplan report, the total die area is 7030 sq um.
- The number of buffers added on ports is 98.
- Per the post-run analysis, buffers plus inverters along the critical path come to 0.
- Across all hold checks on the routed design, the worst slack comes to 0.536 ns.
- The synthesis-stage register bit count is 98.
- The final routed DRC violation total reads 0.
- The maximum clock skew at final layout reads 0.00796 ns.
- The via count of the first global-routing pass came to 2066.
- The report lists the number of standard-cell rows as 29.
- The clock net sink count reads 98.
- On met1, the global router reports a usage of 0.218.
- Counting endpoints that fail hold in the final report gives 0.
- For the final routed database, the setup TNS stands at 0 ns.
- The slew check shows that the tightest pin keeps a relative margin of 0.788.
- The global router reports that the layer with the highest usage is met2.
- The die is 83.9 um wide.
- The routing usage on met2 reads 0.271.
- Of the cells placed in the final design, the portion with a size suffix greater than 1 is 0.0659.
- The worst-path cell with the longest stage delay is sky130_fd_sc_hd__fa_1.
- The overall routing resource usage reads 0.159.
- sky130_fd_sc_hd__dfxtp_1 takes more of the synthesized area than any other cell.
- After synthesis, the cell types taking the most area are sky130_fd_sc_hd__dfxtp_1 59%, sky130_fd_sc_hd__ha_1 12%, sky130_fd_sc_hd__fa_1 9.6%.
- The initial antenna violation count reads 0.
- The class of the most critical hold timing path reads reg -> reg.
- The routed wire length reads 4.84 mm.
- The floorplan report gives the top-level pin count as 99.
- After floorplanning, the core was sized to cover 6420 sq um.
- The area after detailed placement reads 4430 sq um.
- The final period demand of the worst path is 2.97 ns.
- Once iteration 0 of detailed routing completed, the report listed 38 DRC markers.
- The detailed router placed 2016 vias in this run.
- The synthesized area per cell reads 13.3 sq um.
- met3 track demand over resource after global routing is 0.0482.
- For this run, the script counts the antenna cells in the layout as 0.
- The clock slew at the register clock pins of the worst setup and hold paths reads 0.08 ns.
- The number of warnings reported in the yosys synthesis log is 1.
- At the later pin of the worst-skew pair, clock insertion delay measures 0.34 ns.
- The count of nets left with antenna violations once routing finished came out at 0.
- After clock tree synthesis, the flow added hold-fix buffers numbering 0.
- The number of logged tool warnings reads 26.
- The critical path is of the reg -> reg type.
- The number of detailed-route iterations in the first pass is 25.
==> layout make-up <==
type	instances	area (sq um)
Sequential cell	98	1960
Fill cell	451	1800
Multi-Input combinational cell	129	1290
Timing Repair Buffer	98	981
Clock buffer	10	138
Tap cell	77	96.3
Inverter	25	93.8
Clock inverter	4	53.8
==> final timing paths <==
check	start	slack (ns)	depth (start not counted)	end
max	At[0]	4.63	11	sum[31]
min	Bt[2]	0.54	1	sum[2]
max reg2reg	At[0]	4.63	11	sum[31]
min reg2reg	Bt[2]	0.54	1	sum[2]
==> report_power, final <==
part / switching [mW] / total (mW) / internal [mW]
registers: 0.0181 / 0.589 / 0.571
clock network: 0.158 / 0.316 / 0.158
logic: 0.0597 / 0.194 / 0.134
total: 0.235 / 1.10 / 0.863
==> sequential cells by signal, summed over array words and instances (netlist names) <==
| register | count |
|---|---|
| Bt | 32 |
| sum | 32 |
| co | 1 |
| Cit | 1 |
| At | 32 |
==> routing by layer <==
layer / vias up / wire, um
li1: 1049 / -
met1: 903 / 2020
met2: 58 / 2360
met3: 6 / 397
met4: 0 / 62
met5: - / 0
==> logic make-up after synthesis <==
| logic type | count (synthesis) | share of synthesized area |
|---|---|---|
| flip-flops | 98 | 0.586 |
| adder cells (fa/ha/maj) | 48 | 0.215 |
| AND-OR/OR-AND | 42 | 0.0967 |
| buffers and inverters | 25 | 0.0280 |
| AND/OR/NAND/NOR | 23 | 0.0329 |
| XOR/XNOR | 16 | 0.0418 |
==> worst reg2reg max path: cells and delay by family (launching register included) <==
kind            cells  cell delay (ns)
compound gates      7             1.56
simple gates        1             0.12
xor+xnor            1             0.15
fa+ha+maj           2             0.72
flops               1             0.32
==> cells in the mapped netlist <==
master and count:
sky130_fd_sc_hd__fa_1 16, sky130_fd_sc_hd__a211oi_2 1, sky130_fd_sc_hd__a221oi_2 1, sky130_fd_sc_hd__nand4_1 1, sky130_fd_sc_hd__a211o_2 1, sky130_fd_sc_hd__dfxtp_1 98
sky130_fd_sc_hd__xnor2_1 7, sky130_fd_sc_hd__nand3_1 1, sky130_fd_sc_hd__a21oi_1 17, sky130_fd_sc_hd__a31o_4 1, sky130_fd_sc_hd__and4_4 1, sky130_fd_sc_hd__o31ai_4 1
sky130_fd_sc_hd__ha_1 32, sky130_fd_sc_hd__a21o_1 7, sky130_fd_sc_hd__nor3_1 2, sky130_fd_sc_hd__o41ai_2 1, sky130_fd_sc_hd__or3_1 1, sky130_fd_sc_hd__a31oi_4 1
sky130_fd_sc_hd__a21o_2 1, sky130_fd_sc_hd__o21ai_0 5, sky130_fd_sc_hd__and3_1 1, sky130_fd_sc_hd__nor2_1 3, sky130_fd_sc_hd__xor2_1 9, sky130_fd_sc_hd__o21bai_1 4
sky130_fd_sc_hd__inv_1 25, sky130_fd_sc_hd__o21ai_2 1, sky130_fd_sc_hd__and4_1 1, sky130_fd_sc_hd__nand2_1 12
Power is estimated from default activity; no workload was simulated.
